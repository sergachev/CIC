--- flow/design.v ---
`timescale 1ns / 1ns
module downsampler
#(
    parameter DATA_WIDTH_INP = 8,
    parameter CIC_R = 4
)
(
    input                                     clk,
    input                                     reset_n,
    input  wire signed [DATA_WIDTH_INP - 1:0] s_axis_in_tdata,
    input                                     s_axis_in_tvalid,
    output reg signed  [DATA_WIDTH_INP - 1:0] m_axis_out_tdata,
    output reg                                m_axis_out_tvalid
);
  localparam DECIM_COUNTER_WIDTH = $clog2(CIC_R);
  reg [DECIM_COUNTER_WIDTH - 1 : 0] counter;
  always @(posedge clk) begin
    if (!reset_n) counter <= '0;
    else if (s_axis_in_tvalid)
      counter <= (32'(counter) < CIC_R - 1) ? counter + {
        {(DECIM_COUNTER_WIDTH - 1) {1'b0}}, 1'b1
      } : '0;
  end
  always @(posedge clk) begin
    if (!reset_n) m_axis_out_tdata <= '0;
    else if (s_axis_in_tvalid)
      m_axis_out_tdata <= (32'(counter) < CIC_R - 1) ? m_axis_out_tdata : s_axis_in_tdata;
  end
  always @(posedge clk) begin
    if (!reset_n) m_axis_out_tvalid <= 1'b0;
    else if (s_axis_in_tvalid) m_axis_out_tvalid <= (32'(counter) == CIC_R - 1);
    else m_axis_out_tvalid <= 1'b0;
  end
endmodule
--- flow/run.sh ---
#!/bin/bash
# OpenROAD 26Q1-2900-gdf79404cd8, Yosys 0.63+post, stock flow scripts
make -C /OpenROAD-flow-scripts/flow DESIGN_CONFIG=/design/flow/config.mk WORK_HOME=/design/flow/orfs finish
--- flow/config.mk ---
export PLATFORM = sky130hd
export DESIGN_NAME = downsampler
export DESIGN_NICKNAME = downsampler
export VERILOG_FILES = /design/flow/design.v
export SDC_FILE = /design/flow/constraint.sdc
export NUM_CORES = 4
export LEC_CHECK = 1
export CORE_AREA = 10 10 70 70
export DIE_AREA = 0 0 80 80
--- flow/constraint.sdc ---
current_design downsampler

set clk_period 2.1
set clk_io_pct 0.2

create_clock -name clk0 -period $clk_period [get_ports {clk}]

set non_clock_inputs [all_inputs -no_clocks]
set_input_delay [expr $clk_period * $clk_io_pct] -clock clk0 $non_clock_inputs
set_output_delay [expr $clk_period * $clk_io_pct] -clock clk0 [all_outputs]
==> run summary <==
ANT cells - 0
clk sinks - 11
antenna violations before repair - 0
layout cells sized above 1 - 19.4%
area leader, netlist - dfxtp_1
CTS Buffer Depth - 2
WL met2 - 383 um
Num CTS Buffers - 3
grt ovf - 0
clock skew - 0.00103 ns
met1 wire length - 685 um
sequential power share - 53.8%
critical path endpoint category - primary output
H-Tree Depth - 1
switching share of power - 22.3%
Yosys chip area - 495 um2
Final Cycle Share - 71.9%
tool warning count - 26
met3 wire len - 180 um
worst slew pin tran - 0.635 ns
minimum clock period - 1.51 ns
cts hold-fix bufs - 0
chip area - 6400 um2
Post-CTS Setup Inserts - 0
final instance area - 727 um2
Comb gate area - 233 um2
port bufs - 19
routed length per instance - 11.1 um
status - finished clean
CP bufs+invs - 1
yosys stat cell total - 49
Leak Pwr - 0.259 nW
FP Core Util - 14.5%
Gate power share - 10.6%
WHS - 0.459 ns
Total Neg Setup Slack - 0 ns
yosys warns - 1
FF+latch count, synth - 11
Fmax - 0.662 GHz
Sequential Area - 220 um2
Synth area leaders - dfxtp_1 44%, o21ai_2 14%, nand4_1 10%
final setup violation count - 0
CP delay by family, top - buffers and inverters
Syn-to-layout area delta - 46.7%
Post-DRT Antenna Nets - 0
RSZ-0062 raised after global routing - no
max layer used - met4
PwrDens - 553 nW/um2
global-route wire length before repair - 1.93 mm
Die Height - 80 um
vias - 390
vias per cell - 3.45
clock group share of total power - 35.6%
normalized max-slew margin - 57.5%
DRC Markers - 0
Net Sw Power - 89.7 uW
crit path max-delay cell type - clkdlybuf4s50_1
worst-path maximum fanout - 2
Max Transition Viols Final - 0
DRT Pass-1 Iters - 4
max cap viols - 0
kind of critical path - flip-flop to primary output
CP Cell Sequence - clkdlybuf4s50_1
final wirelength - 1.26 mm
vias in the first global route - 380
Yosys cell types - 14
Layout Utilization - 21.3%
Clock Latency Late Sink - 0.27 ns
Mapped Area - 495 um2
GRT Total Usage - 3.89%
Placed Area - 701 um2
Reg clk slew, reported paths - 0.07 ns
CTS resizes - 0
startpoint types - flip-flop
Cells after Synth - 49
CTS tree - yes
Placer Congestion - 0.802
Int Power - 312 uW
Final HPWL DP - 962 um
I/O Pins - 20
final setup margin - 0.589 ns
FP Rows - 21
worst hold path class - flip-flop to flip-flop
maximum vdd drop - 0.174 mV
Top-area cell share - 44.4%
fillcell total - 379
core area - 3420 um2
Final Hold Viols - 0
Initial DRC Count - 74
pre-CTS setup slack - 0.441 ns
average cell area after synthesis - 10.1 um2
pin count of the biggest net entering global routing - 20
critical path required time - 1.68 ns
DIE WIDTH - 80 um
Critical Path AT - 1.09 ns
crit-path max cell delay - 0.49 ns
sequential fraction of the synthesis area - 44.4%
CTS Root Cell - clkbuf_4
==> metrics by stage <==
step	instances	total power, mW
after floorplan	49	0.241
after global placement	109	0.263
final	113	0.402
after CTS	113	0.408
after global routing	113	0.423
after detailed placement	109	0.263
==> cell families after synthesis <==
family	share of synthesized area [%]
and+or+nand+nor	24.2
DFF	44.4
AOI/OAI and AO/OA	15.7
buffers and inverters	8.58
adders and majority gates	5.05
muxes	2.02
==> flip-flops by register name, indices dropped and copies added, names as in the netlist <==
signal	flops
counter	2
m_axis_out_tvalid	1
m_axis_out_tdata	8
==> layer usage <==
layer	up-vias	GRT usage, %
li1	210	-
met1	159	5.63
met2	19	4.25
met3	2	3.30
met4	0	0.352
met5	-	0
==> cell usage after synthesis (all sizes together) <==
cell / count
dfxtp: 11
nand2: 8
nand4: 8
o21ai: 8
buf: 5
ha: 2
nor2b: 2
and2: 1
and3: 1
mux2i: 1
nor3b: 1
o21a: 1
==> worst paths after layout <==
check	depth (start not counted)	endpoint	slack, ns	from
worst min register to register	2	m_axis_out_tdata[7]	0.46	m_axis_out_tdata[7]
worst max-delay path	1	m_axis_out_tdata[6]	0.59	m_axis_out_tdata[6]
worst max register to register	3	m_axis_out_tdata[0]	0.86	counter[0]
worst min-delay path	2	m_axis_out_tdata[7]	0.46	m_axis_out_tdata[7]
==> placed cells by master (no fill, tap or decap), types with 2 or more instances in the layout <==
cell	instances
ha_1	2
clkdlybuf4s50_1	19
nor2b_1	2
dfxtp_1	11
nand2_1	8
nand4_1	8
o21ai_2	8
clkbuf_4	3
==> power by group through the flow <==
stage	logic, mW	clock network [mW]	registers (mW)
final	0.0428	0.143	0.216
after global routing	0.0468	0.160	0.217
after CTS	0.0427	0.150	0.216
==> cell type report <==
| cell class | count | area share [%] |
|---|---|---|
| Tap cell | 46 | 7.92 |
| Timing Repair Buffer | 19 | 26.2 |
| Clock buffer | 4 | 3.61 |
| Multi-Input combinational cell | 33 | 32.0 |
| Sequential cell | 11 | 30.3 |
No activity file was given, so power comes from the tool's default toggle rates.
