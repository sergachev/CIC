==> flow/design.v <==
`timescale 1ns / 1ns
module downsampler_variable
#(
    parameter DATA_WIDTH_INP  = 8,
    parameter DATA_WIDTH_RATE = 16
)
(
    input                                      clk,
    input                                      reset_n,
    input  wire signed [ DATA_WIDTH_INP - 1:0] s_axis_in_tdata,
    input                                      s_axis_in_tvalid,
    input  wire signed [DATA_WIDTH_RATE - 1:0] s_axis_rate_tdata,
    input                                      s_axis_rate_tvalid,
    output reg signed  [ DATA_WIDTH_INP - 1:0] m_axis_out_tdata,
    output reg                                 m_axis_out_tvalid
);
  reg [DATA_WIDTH_RATE - 1 : 0] counter;
  reg [DATA_WIDTH_RATE - 1 : 0] rate_buf;
  always @(posedge clk) begin
    if (!reset_n) rate_buf <= 1;
    else if (s_axis_rate_tvalid) rate_buf <= s_axis_rate_tdata;
  end
  always @(posedge clk) begin
    if (!reset_n || s_axis_rate_tvalid) begin
      counter <= '0;
    end else if (s_axis_in_tvalid)
      counter <= (counter < rate_buf - 1) ? counter + {{(DATA_WIDTH_RATE - 1) {1'b0}}, 1'b1} : '0;
  end
  always @(posedge clk) begin
    if (!reset_n || s_axis_rate_tvalid) m_axis_out_tdata <= '0;
    else if (s_axis_in_tvalid)
      m_axis_out_tdata <= (counter < rate_buf - 1) ? m_axis_out_tdata : s_axis_in_tdata;
  end
  always @(posedge clk) begin
    if (!reset_n || s_axis_rate_tvalid) m_axis_out_tvalid <= 1'b0;
    else if (s_axis_in_tvalid) m_axis_out_tvalid <= (counter == rate_buf - 1);
    else m_axis_out_tvalid <= 1'b0;
  end
endmodule
==> flow/run.sh <==
#!/bin/bash
# OpenROAD 26Q1-2900-gdf79404cd8, Yosys 0.63+post, stock flow scripts
make -C /OpenROAD-flow-scripts/flow DESIGN_CONFIG=/design/flow/config.mk WORK_HOME=/design/flow/orfs finish
==> flow/config.mk <==
export PLATFORM = sky130hd
export DESIGN_NAME = downsampler_variable
export DESIGN_NICKNAME = downsampler_variable
export VERILOG_FILES = /design/flow/design.v
export SDC_FILE = /design/flow/constraint.sdc
export NUM_CORES = 4
export LEC_CHECK = 1
export CORE_UTILIZATION = 50
==> flow/constraint.sdc <==
current_design downsampler_variable

set clk_period 8.9
set clk_io_pct 0.2

create_clock -name clk0 -period $clk_period [get_ports {clk}]

set non_clock_inputs [all_inputs -no_clocks]
set_input_delay [expr $clk_period * $clk_io_pct] -clock clk0 $non_clock_inputs
set_output_delay [expr $clk_period * $clk_io_pct] -clock clk0 [all_outputs]
==> impl_metrics.tcl <==
# implementation run metrics
set metrics [dict create \
    crit_type "flop to flop" \
    cts_hold_buf 0 \
    cts_made_buffers 5 \
    power_per_cell_area_nw_per_um2 134 \
    critPathMaxFanout 15 \
    grt_max_degree 19 \
    tightest_slew_ps 509 \
    yosys.cell_count.top_type "dfxtp_1" \
    antenna_found_initial 0 \
    hold-path-endpoint "m_axis_out_tdata[7]$_SDFFE_PP0P_" \
    num_rows 23 \
    crit_family "simple AND/OR/NAND/NOR gates" \
    setup-tns-final_ps 0 \
    p_leak_nw 1.03 \
    async_flop_share 0 \
    num_antenna_cells 0 \
    rr_worst_depth 14 \
    crit_buf_inv 1 \
    htreeDepth 2 \
    rrSetupSlack_ps 5140 \
    syn_inst 245 \
    ios 37 \
    grt_pass1_vias 1395 \
    postCtsSetupBuffers 0 \
    slew_violations 0 \
    avgSynthCellArea_um2 9.15 \
    place_inst 325 \
    cts_root_buffer "clkbuf_8" \
    die_area_um2 4750 \
    placed_area_um2 2620 \
    coreArea_um2 4140 \
    top_cell_area_share 0.366 \
    finalSetupViolCount 0 \
    rsz0062_at_grt "no" \
    cts-resized-gates 0 \
    clock_path_buffers 2 \
    route.detailed.drc 0 \
    synth_area_um2 2240 \
    min_period_over_period 0.423 \
    drt_iter0_drc 89 \
    setup.worst_path.start_class "flop" \
    end_kind "flop" \
    yosys_warnings 1 \
    r2r_start "rate_buf[2]$_SDFFE_PN0P_" \
    ant_nets 0 \
    min_from "m_axis_out_tdata[7]$_SDFFE_PP0P_" \
    vias_per_cell 4.92 \
    seq_power_share 0.538 \
    fp-utilization 0.541 \
    max_clock_freq_mhz 266 \
    slowest_stage "or2_1" \
    cts.sinks 41 \
    clk_pin_slew_ps 70 \
    max_stage_delay_ps 450 \
    fin_crit_ps 3760 \
    edf_count 0 \
    synth_cell_types 34 \
    pwr-share-comb 0.147 \
    syn_to_final_growth_pct 20.6 \
    post-route-util 0.652 \
    slew_headroom 0.661 \
    synth.area.top_cells "dfxtp_1 37%, mux2i_1 10%, ha_1 10%" \
    dieHeight_um 68.9 \
    place.gp.congestion 0.833 \
    drive_above_1_share 0.0424 \
    path_common_cell "nor4_1" \
    common_cells "41 x dfxtp_1, 35 x nor2_1, 23 x mux2i_1" \
    routed_wl_mm 3.86 \
    ys_ff 41 \
    final_cells 333 \
    power.internal_w 0.000274 \
    maxCapViolCount 0 \
    io_buffers 36 \
    ir_drop_mv 0.102 \
    vias 1637 \
    dpl.hpwl_mm 3.03 \
    grt-ovfl-total 0 \
    yosys.area.top_type "dfxtp_1" \
    critical_path_required_ps 9060 \
    status "finished, final reports clean" \
    warnings 26 \
    worst_ep_arrival_time_ps 3920 \
    grt_use_total 0.181 \
    hold_class "flop to flop" \
    die_x_um 68.9 \
    path_cells "nor3_1, and3_1, nand2b_1, or2b_1, nor4_1, xnor2_1, ha_1, nand4_1, nor4_1, o21ai_0, a31oi_1, buf_4, or2_1, nor2_1" \
    firstDrtPassIters 4 \
    wl_per_cell_um 11.6 \
    whs_path_depth 2 \
    clkPwrFrac 0.316 \
    switching_share 0.242 \
    grt_first_pass_wirelength_mm 6.33 \
    worstSkewPairLatency_ps 290 \
    finalHoldViolCount 0 \
    yosysCellCount 245 \
    netSwitchingPower_w 0.0000876 \
    cts_tree "done" \
    fin_skew_ps 4.59 \
    ys_area_um2 2240 \
    ff_type "dfxtp_1" \
    r2r_end "counter[9]$_SDFFE_PP0P_" \
    seq_area_frac_synth 0.366 \
    fin_area_um2 2700 \
]
-- cell families after synthesis --
family | share of synthesized area
xor gates and xnor gates | 0.113
adders and majority gates | 0.101
DFF | 0.366
AOI/OAI and AO/OA | 0.0486
buffers and inverters | 0.0385
and+or+nand+nor | 0.230
muxes | 0.103
-- layer usage --
layer | routed length [um] | share of wire | up-vias | GRT usage
met5 | 0 | 0 | - | 0
met4 | 29 | 0.0075 | 0 | 0.0153
met3 | 133 | 0.034 | 4 | 0.0433
met2 | 1560 | 0.40 | 24 | 0.251
met1 | 2140 | 0.55 | 690 | 0.299
li1 | - | - | 919 | -
-- cell type report --
type                    instances  area (um^2)
fillers                       354         1440
multi-input cells             188         1330
flip-flops and latches         41          821
repair buffers                 38          375
clock buffers                   8         80.1
well taps                      50         62.6
inverters                       8         30.0
-- power groups by stage --
stage | clock network, W | logic, W | registers, W
4_1_cts | 0.000118 | 0.0000537 | 0.000194
5_1_grt | 0.000128 | 0.0000596 | 0.000195
6_report | 0.000114 | 0.0000530 | 0.000194
-- cell usage in the layout, fill, tap and decap left out, types with 2 or more instances in the layout --
cell,instances
nand3_1,5
dfxtp_1,41
xor2_1,11
nor3_1,6
clkbuf_1,3
nand2_1,12
nor2_1,35
nand2b_1,5
clkbuf_8,5
buf_4,2
clkdlybuf4s50_1,36
ha_1,18
nand4_1,8
inv_1,8
a21oi_1,9
xnor2_1,18
mux2i_1,23
nor2b_1,16
nor4_1,4
o21ai_0,4
-- worst reg2reg max path: cells and delay by family (launching register included) --
family | cells | cell delay (ps)
flip-flops | 1 | 350
buffers and inverters | 1 | 220
AND-OR/OR-AND | 2 | 380
AND/OR/NAND/NOR | 9 | 2270
adder cells (fa/ha/maj) | 1 | 300
XOR/XNOR | 1 | 110
-- worst max path at each step --
| stage | start | to | cells past startpoint |
|---|---|---|---|
| final | rate_buf[2]$_SDFFE_PN0P_ | counter[9]$_SDFFE_PP0P_ | 14 |
| after global routing | rate_buf[2]$_SDFFE_PN0P_ | counter[15]$_SDFFE_PP0P_ | 14 |
| after CTS | rate_buf[2]$_SDFFE_PN0P_ | counter[9]$_SDFFE_PP0P_ | 14 |
-- metrics by stage --
step / setup WS (ps) / hold slack, ps / power [W]
3_5_place_dp: 5120 / 483 / 0.000252
2_1_floorplan: 5660 / 437 / 0.000233
6_report: 5140 / 497 / 0.000361
4_1_cts: 5110 / 503 / 0.000366
5_1_grt: 4730 / 529 / 0.000383
3_3_place_gp: 5240 / 480 / 0.000252
-- flip-flops by register name (all words and copies together) (netlist names) --
register,flops
counter,16
rate_buf,16
m_axis_out_tdata,8
m_axis_out_tvalid,1
Power is estimated from default activity; no workload was simulated.
